**/design/flow/design.v**
```verilog
module mem_ram(
    input clk,
    input ce,
    input [31:0] rd_addr,
    output reg [255:0] rd_data,
    input [31:0] wr_addr,
    input [31:0] wr_data,
    input [2'h2-1:0] mem_wr_sel,
    input we
    );
    reg [7:0] ram0 [0:32-1];
    reg [7:0] ram1 [0:32-1];
    reg [7:0] ram2 [0:32-1];
    reg [7:0] ram3 [0:32-1];
    always @(posedge clk) begin
        if (we == 1'b1) begin
            case (mem_wr_sel)
                2'h1:begin
                    ram0[wr_addr >> 2] <= wr_data[7:0];
                end
                2'h2:begin
                    ram0[wr_addr >> 2] <= wr_data[7:0];
                    ram1[wr_addr >> 2] <= wr_data[15:8];
                end
                2'h3:begin
                    ram0[wr_addr >> 2] <= wr_data[7:0];
                    ram1[wr_addr >> 2] <= wr_data[15:8];
                    ram2[wr_addr >> 2] <= wr_data[23:16];
                    ram3[wr_addr >> 2] <= wr_data[31:24];
                end
                default:begin end
            endcase
        end
    end
    always @(*) begin
        if (ce == 1'b0) begin
            rd_data = {8{32'h00000000}};
        end else begin
            rd_data = {ram3[(wr_addr >> 5) +7], ram2[(wr_addr >> 5) +7], ram1[(wr_addr >> 5) +7], ram0[(wr_addr >> 5) +7]
                ,ram3[(wr_addr >> 5) +6], ram2[(wr_addr >> 5) +6], ram1[(wr_addr >> 5) +6], ram0[(wr_addr >> 5) +6]
                ,ram3[(wr_addr >> 5) +5], ram2[(wr_addr >> 5) +5], ram1[(wr_addr >> 5) +5], ram0[(wr_addr >> 5) +5]
                ,ram3[(wr_addr >> 5) +4], ram2[(wr_addr >> 5) +4], ram1[(wr_addr >> 5) +4], ram0[(wr_addr >> 5) +4]
                ,ram3[(wr_addr >> 5) +3], ram2[(wr_addr >> 5) +3], ram1[(wr_addr >> 5) +3], ram0[(wr_addr >> 5) +3]
                ,ram3[(wr_addr >> 5) +2], ram2[(wr_addr >> 5) +2], ram1[(wr_addr >> 5) +2], ram0[(wr_addr >> 5) +2]
                ,ram3[(wr_addr >> 5) +1], ram2[(wr_addr >> 5) +1], ram1[(wr_addr >> 5) +1], ram0[(wr_addr >> 5) +1]
                ,ram3[(wr_addr >> 5)], ram2[(wr_addr >> 5)], ram1[(wr_addr >> 5)], ram0[(wr_addr >> 5)]};
        end
    end
endmodule
```
**/design/flow/run.sh**
```bash
#!/bin/bash
# OpenROAD 26Q1-2900-gdf79404cd8, Yosys 0.63+post, stock flow scripts
make -C /OpenROAD-flow-scripts/flow DESIGN_CONFIG=/design/flow/config.mk WORK_HOME=/design/flow/orfs finish
```
**/design/flow/config.mk**
```make
export PLATFORM = sky130hd
export DESIGN_NAME = mem_ram
export DESIGN_NICKNAME = mem_ram
export VERILOG_FILES = /design/flow/design.v
export SDC_FILE = /design/flow/constraint.sdc
export NUM_CORES = 4
export LEC_CHECK = 1
export CORE_UTILIZATION = 40
```
**/design/flow/constraint.sdc**
```tcl
current_design mem_ram

set clk_period 67.8
set clk_io_pct 0.2

create_clock -name clk0 -period $clk_period [get_ports {clk}]

set non_clock_inputs [all_inputs -no_clocks]
set_input_delay [expr $clk_period * $clk_io_pct] -clock clk0 $non_clock_inputs
set_output_delay [expr $clk_period * $clk_io_pct] -clock clk0 [all_outputs]
```
==> ci_impl_report.md <==
### Flow metrics

| Metric | Value |
|---|---|
| Status | `complete, no violations` |
| Clock buffer depth | `3` |
| Area leader share | `0.395` |
| WL per Instance | `40.4 um` |
| Initial antenna violation count | `26` |
| Max-Slew Margin vs Limit | `0.173` |
| Setup Buffers After CTS | `0` |
| Vias in the first global route | `63200` |
| Clk network pwr share | `0.366` |
| Largest net degree at the start of global routing | `104` |
| Crit path DAT | `19300 ps` |
| Yosys cell count | `5809` |
| GRT overflow | `0` |
| WL final | `349000 um` |
| Clock sink count | `1024` |
| CTS tree | `built` |
| Yosys warnings | `1` |
| Mapped cell area | `77900 um^2` |
| Cell mode on critical path | `buf_4` |
| CP endpoint kind | `primary output` |
| Synthesized instance count | `5809` |
| Count of library flops with an enable pin | `1024` |
| GPL Wtd Cong | `1.03` |
| Distinct lib cells | `55` |
| Final setup fails | `0` |
| DR vias/cell | `7.25` |
| Core area | `193000 um^2` |
| Crit-path max cell delay | `910 ps` |
| FFs w/ async S/R, synth | `0` |
| Setup TNS | `0 ps` |
| Slowest CP cell | `ha_4` |
| Post-layout minimum cycle time | `32860 ps` |
| Top FF cell, synth | `edfxtp_1` |
| 1st-pass router iterations | `9` |
| Seq pwr share | `0.379` |
| Combinational Power Share | `0.254` |
| Chip Area | `197000 um^2` |
| Startpoint types | `input port` |
| Yosys stat area | `77900 um^2` |
| Mean Syn Cell Area | `13.4 um^2` |
| Chip height | `443 um` |
| Layout cells sized above 1 | `0.305` |
| Crit-path max FO | `69` |
| CP Class | `in -> out` |
| Total track usage | `0.382` |
| Hold buffer count at CTS | `0` |
| Leak Pwr | `0.0292 uW` |
| First-pass GRT wire length | `481000 um` |
| Ports | `357` |
| Tool warnings | `97` |
| Cell Chain, Critical Path | `buf_12, inv_4, ha_4, buf_4, buf_4, buf_4, mux4_2, a22oi_1, o22ai_1, or3_1, clkdlybuf4s50_1` |
| Post-CTS Resized | `0` |
| Row count | `161` |
| Post-DP HPWL | `222000 um` |
| Required @ worst endpoint | `54240 ps` |
| Detail Route Antenna Nets | `0` |
| Least-Margin Pin Slew | `1240 ps` |
| Vias | `62600` |
| Area leader, netlist | `edfxtp_1` |
| Seq share, synth | `0.395` |
| Die X | `443 um` |
| Bufs and invs on worst path | `6` |
| RSZ-0062 raised after global routing | `no` |
| Fmax | `30.4 MHz` |
| Area growth syn-to-layout | `14.1%` |
| Final Max Tran Viols | `0` |
| Remaining DRCs | `0` |
| Switching pwr | `582 uW` |
| Top area cell types | `edfxtp_1 39%, mux4_2 35%, nand2_1 4.7%` |
| Largest delay share family, worst path | `buffers and inverters` |
| Final hold vios | `0` |
| Maximum VDD drop | `0.0240 mV` |
| H-Tree Depth | `3` |
| Root buffer cell | `clkbuf_16` |
| MaxCap Viol Count | `0` |
| Ys flops | `1024` |
| Initial detailed-routing violation count | `6648` |
| Hold WS | `13570 ps` |
| Final period util | `0.485` |
| Clock slew at reported path FFs | `60 ps` |
| Pwr Density | `20.9 nW/um^2` |
| Hold Crit Class | `in -> reg` |
| I/O Buffers | `300` |
| FP Core Util | `0.404` |
| Switching part of the total | `0.313` |
| Total CTS buffers | `119` |
| Internal power | `1280 uW` |
cell usage in the layout, fill, tap and decap left out, drive strengths merged, types with 58 or more instances in the layout:
cell type      netlist  layout
nand3              105     105
nor2               347     347
o221ai              76      76
a21oi              333     333
mux2i              356     356
o22ai              165     165
mux4              1219    1219
or4                 65      65
buf                332     342
clkbuf             261     130
edfxtp            1024    1024
a22oi               58      58
nand2              977     977
clkdlybuf4s50        0     295
o22a                96      96
through the flow:
stage                     power, uW  cells  utilization  cell area, um^2  setup WS [ps]
final                          1860   8632        0.461            88900          34940
after global routing           1900   8610        0.460            88800          34720
after CTS                      1850   8602        0.460            88800          34980
after detailed placement       1170   8379        0.439            84800          34980
after global placement         1170   8379        0.439            84800          34990
after floorplan                 978   5809            -            77900          37180
worst paths after layout:
check                    from      endpoint  slack, ps  depth (start not counted)
setup / recovery   wr_addr[5]  rd_data[179]      34940                         11
hold / removal    wr_data[24]   ram3[12][0]      13570                          2
per-layer routing:
metal  global-route usage  routed length (um)  share of wire  vias to the layer above
met2                0.496              145000           0.42                     5837
met1                0.388               97500           0.28                    30800
met3                0.336               72400           0.21                     1416
met5                0.113                2950         0.0085                        -
met4                0.253               31400          0.090                       96
li1                     -                   -              -                    24400
flip-flops by register name, indices dropped and copies added (netlist names):
| signal | flops |
|---|---|
| ram0 | 256 |
| ram1 | 256 |
| ram2 | 256 |
| ram3 | 256 |
synth_stat cells, types with 4 or more instances:
| library cell | count |
|---|---|
| a211oi_1 | 38 |
| a21oi_1 | 332 |
| a22oi_1 | 58 |
| a311oi_1 | 29 |
| and2_1 | 41 |
| and3_1 | 4 |
| buf_1 | 49 |
| buf_2 | 235 |
| buf_4 | 39 |
| buf_6 | 9 |
| clkbuf_1 | 261 |
| edfxtp_1 | 1024 |
| ha_1 | 13 |
| inv_1 | 4 |
| mux2i_1 | 356 |
| mux4_2 | 1219 |
| nand2_1 | 977 |
| nand2b_1 | 10 |
| nand3_1 | 105 |
| nand4_1 | 31 |
| nor2_1 | 347 |
| nor2b_1 | 7 |
| nor3_1 | 29 |
| nor4_1 | 38 |
| nor4b_1 | 12 |
| o211ai_1 | 29 |
| o21ai_0 | 6 |
| o21ai_1 | 12 |
| o221ai_1 | 76 |
| o22a_1 | 96 |
| o22ai_1 | 165 |
| o31ai_1 | 12 |
| or3_1 | 33 |
| or4_1 | 65 |
| xnor2_1 | 9 |
| xor2_1 | 12 |
logic make-up (layout without fill, tap and decap cells):
logic type,after synthesis,in the layout,share of synthesized area
flip-flops,1024,1024,0.395
adder cells (fa/ha/maj),13,13,0.00209
other,0,30,0
XOR/XNOR,23,23,0.00292
AND/OR/NAND/NOR,1705,1705,0.0937
buffers and inverters,599,866,0.0354
multiplexers,1575,1575,0.398
AND-OR/OR-AND,870,870,0.0735
cell type report:
class	instances	area (um^2)
flip-flops and latches	1024	30700
diodes	30	75.1
inverters	6	27.5
fillers	16600	104000
repair buffers	637	5630
multi-input cells	4186	45200
well taps	2526	3160
clock buffers	130	3040
clock inverters	93	1010
power by group through the flow:
stage / clock network [uW] / logic (uW) / registers (uW)
4_1_cts: 684 / 459 / 704
5_1_grt: 705 / 489 / 705
6_report: 681 / 472 / 705
Power figures rest on the tool's default switching activity, not on a simulated workload.
